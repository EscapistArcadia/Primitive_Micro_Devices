==> design.v <==
interface mem_itf_w_mask #(
    parameter               CHANNELS = 1,
    parameter               DWIDTH = 32,
    parameter               MWIDTH = DWIDTH / 8
)(
    input   bit             clk,
    input   bit             rst
);
    logic   [31:0]          addr    [CHANNELS];
    logic   [MWIDTH-1:0]    rmask   [CHANNELS];
    logic   [MWIDTH-1:0]    wmask   [CHANNELS];
    logic   [DWIDTH-1:0]    rdata   [CHANNELS];
    logic   [DWIDTH-1:0]    wdata   [CHANNELS];
    logic                   resp    [CHANNELS];
    bit                     error = 1'b0;
    modport dut (
        input               clk,
        input               rst,
        output              addr,
        output              rmask,
        output              wmask,
        input               rdata,
        output              wdata,
        input               resp
    );
    modport mem (
        input               clk,
        input               rst,
        input               addr,
        input               rmask,
        input               wmask,
        output              rdata,
        input               wdata,
        output              resp,
        output              error
    );
    modport mon (
        input               clk,
        input               rst,
        input               addr,
        input               rmask,
        input               wmask,
        input               rdata,
        input               wdata,
        input               resp,
        output              error
    );
endinterface
interface mem_itf_wo_mask #(
    parameter               CHANNELS = 1,
    parameter               DWIDTH = 32
)(
    input   bit             clk,
    input   bit             rst
);
    logic   [31:0]          addr    [CHANNELS];
    logic                   read    [CHANNELS];
    logic                   write   [CHANNELS];
    logic   [DWIDTH-1:0]    rdata   [CHANNELS];
    logic   [DWIDTH-1:0]    wdata   [CHANNELS];
    logic                   resp    [CHANNELS];
    bit                     error = 1'b0;
    modport dut (
        input               clk,
        input               rst,
        output              addr,
        output              read,
        output              write,
        input               rdata,
        output              wdata,
        input               resp
    );
    modport mem (
        input               clk,
        input               rst,
        input               addr,
        input               read,
        input               write,
        output              rdata,
        input               wdata,
        output              resp,
        output              error
    );
    modport mon (
        input               clk,
        input               rst,
        input               addr,
        input               read,
        input               write,
        input               rdata,
        input               wdata,
        input               resp,
        output              error
    );
endinterface
interface mem_itf_banked(
    input   bit             clk,
    input   bit             rst
);
    logic   [31:0]          addr;
    logic                   read;
    logic                   write;
    logic   [63:0]          wdata;
    logic                   ready;
    logic   [31:0]          raddr;
    logic   [63:0]          rdata;
    logic                   rvalid;
    bit                     error = 1'b0;
    modport dut (
        input               clk,
        input               rst,
        output              addr,
        output              read,
        output              write,
        output              wdata,
        input               ready,
        input               raddr,
        input               rdata,
        input               rvalid
    );
    modport mem (
        input               clk,
        input               rst,
        input               addr,
        input               read,
        input               write,
        input               wdata,
        output              ready,
        output              rdata,
        output              raddr,
        output              rvalid,
        output              error
    );
    modport mon (
        input               clk,
        input               rst,
        input               addr,
        input               read,
        input               write,
        input               wdata,
        input               ready,
        input               rdata,
        input               raddr,
        input               rvalid,
        input               error
    );
endinterface
interface mon_itf#(
            parameter       CHANNELS = 1
)(
    input   bit             clk,
    input   bit             rst
);
            logic           valid     [CHANNELS];
            logic   [63:0]  order     [CHANNELS];
            logic   [31:0]  inst      [CHANNELS];
            logic   [4:0]   rs1_addr  [CHANNELS];
            logic   [4:0]   rs2_addr  [CHANNELS];
            logic   [31:0]  rs1_rdata [CHANNELS];
            logic   [31:0]  rs2_rdata [CHANNELS];
            logic   [4:0]   rd_addr   [CHANNELS];
            logic   [31:0]  rd_wdata  [CHANNELS];
                logic   [5:0]   frs1_addr [CHANNELS];
                logic   [5:0]   frs2_addr [CHANNELS];
                logic   [5:0]   frs3_addr [CHANNELS];
                logic   [31:0]  frs1_rdata[CHANNELS];
                logic   [31:0]  frs2_rdata[CHANNELS];
                logic   [31:0]  frs3_rdata[CHANNELS];
                logic   [5:0]   frd_addr  [CHANNELS];
                logic   [31:0]  frd_wdata [CHANNELS];
            logic   [31:0]  pc_rdata  [CHANNELS];
            logic   [31:0]  pc_wdata  [CHANNELS];
            logic   [31:0]  mem_addr  [CHANNELS];
            logic   [3:0]   mem_rmask [CHANNELS];
            logic   [3:0]   mem_wmask [CHANNELS];
            logic   [31:0]  mem_rdata [CHANNELS];
            logic   [31:0]  mem_wdata [CHANNELS];
            bit             halt  = 1'b0;
            bit             error = 1'b0;
endinterface
package rv32cpu_type;
    typedef struct packed {
        logic   [31:0]      pc;
        logic   [31:0]      ir;
        logic   [1:0]       br_predicted;
    } instr_queue_entry_t;
    typedef struct packed {
        logic               valid;
        logic               rd_valid;
        logic               regf_we;
        logic   [4:0]       rd_s;
        logic   [31:0]      rd_v;
        logic   [31:0]      pc;
        logic               br;
        logic   [1:0]       br_predicted;
        logic               br_actual;
    } rob_entry_t;
    typedef struct packed {
        logic               valid;
        logic   [31:0]      rd_v;
        logic   [4:0]       rob_id;
    } cdb_entry_t;
    typedef struct packed {
        logic               valid;
        logic               br_en;
        logic               jalr;
        logic   [31:0]      pc_jalr;
        logic   [4:0]       rob_id;
    } br_entry_t;
    typedef struct packed {
        logic   [31:0]          inst;
        logic                   valid;  
        logic   [31:0]          pc;
        logic   [4:0]           ard_s;  
        logic   [2:0]           funct3;
        logic   [31:0]          imm;
        logic   [2:0]           funct;  
        logic   [6:0]           funct7;
        logic   [4:0]           ars1_s;
        logic   [4:0]           ars2_s;
        logic   [31:0]          rs1_val;
        logic   [31:0]          rs2_val;
        logic                   regf_we;
    } decode_t;
    typedef struct packed {
        logic         valid;
        logic [2:0]   funct3;
        logic         funct7;
        logic         rs1_renamed; 
        logic [31:0]  rs1_data;
        logic         rs2_renamed; 
        logic [31:0]  rs2_data;
        logic   [4:0] rob_id;
    } rs_entry_t;
    typedef struct packed {
        logic         valid;
        logic         committed;
        logic         resolved;
        logic [2:0]   funct3;
        logic [3:0]   mask;
        logic         rs1_renamed; 
        logic [31:0]  rs1_data;
        logic         rs2_renamed; 
        logic [31:0]  rs2_data;
        logic [11:0]  imm;
        logic   [4:0] rob_id;
    } rs_store_entry_t;
    typedef struct packed {
        logic         valid;
        logic [2:0]   funct3;
        logic         rs1_renamed; 
        logic [31:0]  rs1_data;
        logic [11:0]  imm;
        logic         store_resolved;
        logic [3:0]   store_id;
        logic   [4:0] rob_id;
    } rs_load_entry_t;
    typedef struct packed {
        logic           valid;
        logic   [63:0]  order;
        logic   [31:0]  inst;
        logic   [4:0]   rs1_addr;
        logic   [4:0]   rs2_addr;
        logic           rs1_renamed;
        logic           rs2_renamed;
        logic   [31:0]  rs1_rdata;
        logic   [31:0]  rs2_rdata;
        logic           regf_we;
        logic   [4:0]   rd_addr;
        logic   [31:0]  rd_v;
        logic   [31:0]  pc_rdata;
        logic   [31:0]  pc_wdata;
        logic   [31:0]  mem_addr;
        logic   [3:0]   mem_rmask;
        logic   [3:0]   mem_wmask;
        logic   [31:0]  mem_rdata;
        logic   [31:0]  mem_wdata;
    } monitor_t;
    typedef enum logic [2:0] {
        op_f_alu     =3'b000,
        op_f_mult    =3'b001,
        op_f_div     =3'b010,
        op_f_br      =3'b011,
        op_f_load    =3'b100,
        op_f_store   =3'b101
    } funct_t;
    typedef enum logic [6:0] {
        op_b_lui       = 7'b0110111,  
        op_b_auipc     = 7'b0010111,  
        op_b_jal       = 7'b1101111,  
        op_b_jalr      = 7'b1100111,  
        op_b_br        = 7'b1100011,  
        op_b_load      = 7'b0000011,  
        op_b_store     = 7'b0100011,  
        op_b_imm       = 7'b0010011,  
        op_b_reg       = 7'b0110011   
    } rv32i_opcode;
    typedef enum logic [2:0] {
        arith_f3_add   = 3'b000,  
        arith_f3_sll   = 3'b001,
        arith_f3_slt   = 3'b010,
        arith_f3_sltu  = 3'b011,
        arith_f3_xor   = 3'b100,
        arith_f3_sr    = 3'b101,  
        arith_f3_or    = 3'b110,
        arith_f3_and   = 3'b111
    } arith_f3_t;
    typedef enum logic [2:0]{
        mul_f3_mul     = 3'b000,
        mul_f3_mulh    = 3'b001,  
        mul_f3_mulhsu  = 3'b010,  
        mul_f3_mulhu   = 3'b011,  
        mul_f3_div     = 3'b100,
        mul_f3_divu    = 3'b101,
        mul_f3_rem     = 3'b110,  
        mul_f3_remu    = 3'b111   
    } mul_div_f3_t;
    typedef enum logic [6:0] {
        base           = 7'b0000000,
        multiply       = 7'b0000001,
        variant        = 7'b0100000
    } funct7_t;
    typedef enum logic [2:0] {
        load_f3_lb     = 3'b000,
        load_f3_lh     = 3'b001,
        load_f3_lw     = 3'b010,
        load_f3_lbu    = 3'b100,
        load_f3_lhu    = 3'b101
    } load_f3_t;
    typedef enum logic [2:0] {
        store_f3_sb    = 3'b000,
        store_f3_sh    = 3'b001,
        store_f3_sw    = 3'b010
    } store_f3_t;
    typedef enum logic [2:0] {
        branch_f3_beq  = 3'b000,
        branch_f3_bne  = 3'b001,
        branch_f3_blt  = 3'b100,
        branch_f3_bge  = 3'b101,
        branch_f3_bltu = 3'b110,
        branch_f3_bgeu = 3'b111
    } branch_f3_t;
    typedef enum logic [2:0] {
        alu_op_add     = 3'b000,
        alu_op_sll     = 3'b001,
        alu_op_sra     = 3'b010,
        alu_op_sub     = 3'b011,
        alu_op_xor     = 3'b100,
        alu_op_srl     = 3'b101,
        alu_op_or      = 3'b110,
        alu_op_and     = 3'b111
    } alu_ops;
    typedef union packed {
        logic [31:0] word;
        struct packed {
            logic [11:0] i_imm;
            logic [4:0]  rs1;
            logic [2:0]  funct3;
            logic [4:0]  rd;
            rv32i_opcode opcode;
        } i_type;
        struct packed {
            logic [6:0]  funct7;
            logic [4:0]  rs2;
            logic [4:0]  rs1;
            logic [2:0]  funct3;
            logic [4:0]  rd;
            rv32i_opcode opcode;
        } r_type;
        struct packed {
            logic [11:5] imm_s_top;
            logic [4:0]  rs2;
            logic [4:0]  rs1;
            logic [2:0]  funct3;
            logic [4:0]  imm_s_bot;
            rv32i_opcode opcode;
        } s_type;
        struct packed {
            logic [31:25] imm_b_top;
            logic [4:0] rs2;
            logic [4:0] rs1;
            logic [2:0] funct3;
            logic [11:7] imm_b_bot;
            rv32i_opcode opcode;
        } b_type;
        struct packed {
            logic [31:12] imm;
            logic [4:0]   rd;
            rv32i_opcode  opcode;
        } j_type;
        struct packed {
            logic [31:12] imm;
            logic [4:0]   rd;
            rv32i_opcode  opcode;
        } u_type;                
    } instr_t;
endpackage
module sp_ff_array #(
            parameter               S_INDEX     = 4,
            parameter               WIDTH       = 1
)(
    input   logic                   clk0,
    input   logic                   rst0,
    input   logic                   csb0,
    input   logic                   web0,
    input   logic   [S_INDEX-1:0]   addr0,
    input   logic   [WIDTH-1:0]     din0,
    output  logic   [WIDTH-1:0]     dout0
);
            localparam              NUM_SETS    = 2**S_INDEX;
            logic                   web0_reg;
            logic   [S_INDEX-1:0]   addr0_reg;
            logic   [WIDTH-1:0]     din0_reg;
            logic   [WIDTH-1:0]     internal_array [NUM_SETS];
    always_ff @(posedge clk0) begin
        if (rst0) begin
            web0_reg  <= 1'b1;
            addr0_reg <= 'x;
            din0_reg  <= 'x;
        end else begin
            if (!csb0) begin
                web0_reg  <= web0;
                addr0_reg <= addr0;
                din0_reg  <= din0;
            end
        end
    end
    always_ff @(posedge clk0) begin
        if (rst0) begin
            for (integer i = 0; i < NUM_SETS; i++) begin
                internal_array[i] <= '0;
            end
        end else begin
            if (!web0_reg) begin
                internal_array[addr0_reg] <= din0_reg;
            end
        end
    end
    always_comb begin
        dout0 = internal_array[addr0_reg];
    end
endmodule : sp_ff_array
==> run.sh <==
#!/bin/bash
# OpenROAD 26Q1-2900-gdf79404cd8, Yosys 0.63+post, stock flow scripts
make -C /OpenROAD-flow-scripts/flow DESIGN_CONFIG=/design/flow/config.mk WORK_HOME=/design/flow/orfs finish
==> config.mk <==
export PLATFORM = sky130hd
export DESIGN_NAME = sp_ff_array
export DESIGN_NICKNAME = sp_ff_array
export VERILOG_FILES = /design/flow/design.v
export SDC_FILE = /design/flow/constraint.sdc
export NUM_CORES = 4
export LEC_CHECK = 1
export CORE_AREA = 10 10 98 98
export DIE_AREA = 0 0 108 108
==> constraint.sdc <==
current_design sp_ff_array

set clk_period 1.9
set clk_io_pct 0.2

create_clock -name clk0 -period $clk_period [get_ports {clk0}]

set non_clock_inputs [all_inputs -no_clocks]
set_input_delay [expr $clk_period * $clk_io_pct] -clock clk0 $non_clock_inputs
set_output_delay [expr $clk_period * $clk_io_pct] -clock clk0 [all_outputs]
==> reports/results.tsv <==
stage	metric	value	unit
outcome	status	finished, final reports clean	
clock_network	clock_sinks	26	
worst_setup_path	crit_path_end_kind	primary output	
routing	vias	771	
global_routing	track_usage	0.04241	
yosys	synth.top_cell.area_share	0.5169	
routing	drt-initial-drc-count	70	
yosys	synth-warning-count	1	
pwr	p_per_area	735.8	nW/um2
die	std_cell_rows	32	
clock_network	numCtsBuffers	3	
job	drv_cap	0	
place	dp_hpwl	1915	um
routing	wire_per_inst	11.54	um
yosys	ys_area	1220	um2
worst_setup_path	arrival	1460	ps
routing	antennaDiodeCount	0	
final_timing	setup_viol	0	
yosys	syn_area	1220	um2
global_routing	overflow	0	
clock_network	clockBufferDepth	2	
clock_network	post_cts_resized	9	
clock_network	cts.clk_slew.worst_paths	90	ps
final_timing	tightest_slew	322.9	ps
final_timing	clock_skew	5.572	ps
final_timing	hold_viol_final	0	
pwr	p_leak	0.5558	nW
final_timing	relSlewSlack	0.7830	
final_timing	rsz0062_at_grt	yes	
yosys	syn_inst	93	
job	log.warning_count	26	
clock_network	cts_tree	yes	
clock_network	cts_setup_buffers	0	
global_routing	grt_max_degree	17	
layout	area_growth	24.10	%
yosys	yosysUniqueCellTypes	21	
worst_setup_path	criticalPathCategory	register to primary output	
yosys	edf_count	21	
worst_setup_path	cp_max_fo	4	
clock_network	clock_latency	260	ps
clock_network	h-tree-depth	1	
global_routing	grt_pass1_vias	768	
place	gp_congestion	0.7903	
die	boundaryPins	10	
yosys	largest_area_cell	edfxtp_1	
global_routing	antenna_found_initial	0	
clock_network	cts_hold_buf	0	
routing	routed_wl	2459	um
yosys	yosys_cells	93	
place	placed_cell_area	1485	um2
global_routing	grt_first_pass_wirelength	3960	um
final_timing	fin_tns_setup	0	ps
yosys	synthArstFlopShare	0	
routing	avgViaCountPerCell	3.620	
yosys	topCellsByArea	edfxtp_1 52%, mux4_1 8.6%, dfxtp_1 8.2%	
routing	dr.pass1.iters	4	
yosys	ys_seq_frac	0.5990	
routing	ant_nets	0	
layout	fillCellCount	816	
die	die_area	11660	um2
clock_network	clockRootBuffer	clkbuf_8	
final_timing	finalMaxSlewViolations	0	
die	initCoreUtil	0.1595	
worst_setup_path	critical_path_required	1520	ps
die	die_w	108	um
final_timing	fmax	542.3	MHz
pwr	ir_drop	0.1965	mV
routing	drc	0	
layout	drive_above_1_share	0.1892	
yosys	ys_seq_elements	26	
die	coreArea	7647	um2
layout	design_area	1514	um2
pwr	total_power	1.114	mW
yosys	synthTopCellsByCount	21 x edfxtp_1, 18 x nor2_1, 12 x a21o_1	
yosys	syn-mean-instance-area	13.12	um2
final_timing	fin_crit	1844	ps
min_path	worstHoldPathType	register to register	
worst_setup_path	crit_path_start_kind	register	
place	io_buffer_count	9	
yosys	ff_type	edfxtp_1	
final_timing	finalClockPeriodUsage	0.9705	
yosys	synth.most_common_cell	edfxtp_1	
die	die-height	108	um
## cell usage in the layout (no fill, tap or decap)
master            n
clkbuf_8          3
dfxtp_1           4
buf_4             8
nand2_1           5
mux2_2            4
nand3_1           2
nand3b_1          1
dfxtp_4           1
and3_1            1
nor4b_1           1
nor4_1            1
and2_1            1
clkbuf_1          1
nor2b_1           3
edfxtp_1         21
mux2i_1           3
nand2b_1          2
mux4_2            4
nor2_1           18
a211o_1           1
clkdlybuf4s50_1   8
buf_2             1
o21bai_1          4
a21o_1           12
nor3_1            1
## report_power, final
part / switching (mW) / leakage (nW) / internal (mW)
registers: 0.0322 / 0.260 / 0.647
clock network: 0.161 / 0.0228 / 0.150
logic: 0.0527 / 0.273 / 0.0711
## critical path: stages, from the launching register on
cell,delay [ps]
dfxtp_4,390
mux4_2,490
mux2i_1,130
mux2i_1,80
buf_2,110
## cell type report
| cell class | count | area (um2) | share of cell area |
|---|---|---|---|
| multi-input combinational | 64 | 461.7 | 0.3050 |
| tap | 102 | 127.6 | 0.08430 |
| sequential | 26 | 734.5 | 0.4851 |
| clock buffer | 4 | 45.04 | 0.02975 |
| timing repair buffer | 17 | 145.1 | 0.09587 |
## metal layers
metal  global-route usage  vias to the layer above  share of wire
met3              0.01205                        2          0.073
li1                     -                      380              -
met5                    0                        -              0
met4             0.009542                        0          0.024
met2              0.05862                       23           0.42
met1              0.06458                      366           0.48
## final timing paths
path | cells after the start | end | slack [ps] | startpoint
max | 4 | dout0[0] | 60 | register
min reg2reg | 1 | web0_reg | 570 | web0_reg
min | 1 | web0_reg | 570 | web0_reg
max reg2reg | 3 | internal_array[5] | 440 | addr0_reg[1]
## logic make-up after synthesis
logic type | after synthesis | share of synthesized area
simple gates | 36 | 0.1374
flops | 26 | 0.5990
compound gates | 17 | 0.1056
mux | 11 | 0.1477
buf+inv | 3 | 0.01025
## stage by stage
step	util	hold slack, ps	worst slack, ps	instances
2_1_floorplan	-	478.9	401.8	93
6_report	0.1980	570.2	56.01	213
4_1_cts	0.1980	566.5	34.46	213
5_1_grt	0.1980	603.6	-106.8	213
3_3_place_gp	0.1942	535.3	-66.33	209
3_5_place_dp	0.1942	542.7	-75.48	209
No activity file was given, so power comes from the tool's default toggle rates.
