<file path="design/flow/run.sh">
#!/bin/bash
# OpenROAD 26Q1-2900-gdf79404cd8, Yosys 0.63+post, stock flow scripts
make -C /OpenROAD-flow-scripts/flow DESIGN_CONFIG=/design/flow/config.mk WORK_HOME=/design/flow/orfs finish
</file>
<file path="design/flow/config.mk">
export PLATFORM = sky130hd
export DESIGN_NAME = cache_adapter
export DESIGN_NICKNAME = cache_adapter
export VERILOG_FILES = /design/flow/design.v
export SDC_FILE = /design/flow/constraint.sdc
export NUM_CORES = 4
export LEC_CHECK = 1
export CORE_AREA = 10 10 292 292
export DIE_AREA = 0 0 302 302
</file>
<file path="design/flow/constraint.sdc">
current_design cache_adapter

set clk_period 42.6
set clk_io_pct 0.2

create_clock -name clk0 -period $clk_period [get_ports {clk}]

set non_clock_inputs [all_inputs -no_clocks]
set_input_delay [expr $clk_period * $clk_io_pct] -clock clk0 $non_clock_inputs
set_output_delay [expr $clk_period * $clk_io_pct] -clock clk0 [all_outputs]
</file>
<file path="design/flow/design.v">
interface mem_itf_w_mask #(
    parameter               CHANNELS = 1,
    parameter               DWIDTH = 32,
    parameter               MWIDTH = DWIDTH / 8
)(
    input   bit             clk,
    input   bit             rst
);
    logic   [31:0]          addr    [CHANNELS];
    logic   [MWIDTH-1:0]    rmask   [CHANNELS];
    logic   [MWIDTH-1:0]    wmask   [CHANNELS];
    logic   [DWIDTH-1:0]    rdata   [CHANNELS];
    logic   [DWIDTH-1:0]    wdata   [CHANNELS];
    logic                   resp    [CHANNELS];
    bit                     error = 1'b0;
    modport dut (
        input               clk,
        input               rst,
        output              addr,
        output              rmask,
        output              wmask,
        input               rdata,
        output              wdata,
        input               resp
    );
    modport mem (
        input               clk,
        input               rst,
        input               addr,
        input               rmask,
        input               wmask,
        output              rdata,
        input               wdata,
        output              resp,
        output              error
    );
    modport mon (
        input               clk,
        input               rst,
        input               addr,
        input               rmask,
        input               wmask,
        input               rdata,
        input               wdata,
        input               resp,
        output              error
    );
endinterface
interface mem_itf_wo_mask #(
    parameter               CHANNELS = 1,
    parameter               DWIDTH = 32
)(
    input   bit             clk,
    input   bit             rst
);
    logic   [31:0]          addr    [CHANNELS];
    logic                   read    [CHANNELS];
    logic                   write   [CHANNELS];
    logic   [DWIDTH-1:0]    rdata   [CHANNELS];
    logic   [DWIDTH-1:0]    wdata   [CHANNELS];
    logic                   resp    [CHANNELS];
    bit                     error = 1'b0;
    modport dut (
        input               clk,
        input               rst,
        output              addr,
        output              read,
        output              write,
        input               rdata,
        output              wdata,
        input               resp
    );
    modport mem (
        input               clk,
        input               rst,
        input               addr,
        input               read,
        input               write,
        output              rdata,
        input               wdata,
        output              resp,
        output              error
    );
    modport mon (
        input               clk,
        input               rst,
        input               addr,
        input               read,
        input               write,
        input               rdata,
        input               wdata,
        input               resp,
        output              error
    );
endinterface
interface mem_itf_banked(
    input   bit             clk,
    input   bit             rst
);
    logic   [31:0]          addr;
    logic                   read;
    logic                   write;
    logic   [63:0]          wdata;
    logic                   ready;
    logic   [31:0]          raddr;
    logic   [63:0]          rdata;
    logic                   rvalid;
    bit                     error = 1'b0;
    modport dut (
        input               clk,
        input               rst,
        output              addr,
        output              read,
        output              write,
        output              wdata,
        input               ready,
        input               raddr,
        input               rdata,
        input               rvalid
    );
    modport mem (
        input               clk,
        input               rst,
        input               addr,
        input               read,
        input               write,
        input               wdata,
        output              ready,
        output              rdata,
        output              raddr,
        output              rvalid,
        output              error
    );
    modport mon (
        input               clk,
        input               rst,
        input               addr,
        input               read,
        input               write,
        input               wdata,
        input               ready,
        input               rdata,
        input               raddr,
        input               rvalid,
        input               error
    );
endinterface
interface mon_itf#(
            parameter       CHANNELS = 1
)(
    input   bit             clk,
    input   bit             rst
);
            logic           valid     [CHANNELS];
            logic   [63:0]  order     [CHANNELS];
            logic   [31:0]  inst      [CHANNELS];
            logic   [4:0]   rs1_addr  [CHANNELS];
            logic   [4:0]   rs2_addr  [CHANNELS];
            logic   [31:0]  rs1_rdata [CHANNELS];
            logic   [31:0]  rs2_rdata [CHANNELS];
            logic   [4:0]   rd_addr   [CHANNELS];
            logic   [31:0]  rd_wdata  [CHANNELS];
                logic   [5:0]   frs1_addr [CHANNELS];
                logic   [5:0]   frs2_addr [CHANNELS];
                logic   [5:0]   frs3_addr [CHANNELS];
                logic   [31:0]  frs1_rdata[CHANNELS];
                logic   [31:0]  frs2_rdata[CHANNELS];
                logic   [31:0]  frs3_rdata[CHANNELS];
                logic   [5:0]   frd_addr  [CHANNELS];
                logic   [31:0]  frd_wdata [CHANNELS];
            logic   [31:0]  pc_rdata  [CHANNELS];
            logic   [31:0]  pc_wdata  [CHANNELS];
            logic   [31:0]  mem_addr  [CHANNELS];
            logic   [3:0]   mem_rmask [CHANNELS];
            logic   [3:0]   mem_wmask [CHANNELS];
            logic   [31:0]  mem_rdata [CHANNELS];
            logic   [31:0]  mem_wdata [CHANNELS];
            bit             halt  = 1'b0;
            bit             error = 1'b0;
endinterface
package rv32cpu_type;
    typedef struct packed {
        logic   [31:0]      pc;
        logic   [31:0]      ir;
        logic   [1:0]       br_predicted;
    } instr_queue_entry_t;
    typedef struct packed {
        logic               valid;
        logic               rd_valid;
        logic               regf_we;
        logic   [4:0]       rd_s;
        logic   [31:0]      rd_v;
        logic   [31:0]      pc;
        logic               br;
        logic   [1:0]       br_predicted;
        logic               br_actual;
    } rob_entry_t;
    typedef struct packed {
        logic               valid;
        logic   [31:0]      rd_v;
        logic   [4:0]       rob_id;
    } cdb_entry_t;
    typedef struct packed {
        logic               valid;
        logic               br_en;
        logic               jalr;
        logic   [31:0]      pc_jalr;
        logic   [4:0]       rob_id;
    } br_entry_t;
    typedef struct packed {
        logic   [31:0]          inst;
        logic                   valid;  
        logic   [31:0]          pc;
        logic   [4:0]           ard_s;  
        logic   [2:0]           funct3;
        logic   [31:0]          imm;
        logic   [2:0]           funct;  
        logic   [6:0]           funct7;
        logic   [4:0]           ars1_s;
        logic   [4:0]           ars2_s;
        logic   [31:0]          rs1_val;
        logic   [31:0]          rs2_val;
        logic                   regf_we;
    } decode_t;
    typedef struct packed {
        logic         valid;
        logic [2:0]   funct3;
        logic         funct7;
        logic         rs1_renamed; 
        logic [31:0]  rs1_data;
        logic         rs2_renamed; 
        logic [31:0]  rs2_data;
        logic   [4:0] rob_id;
    } rs_entry_t;
    typedef struct packed {
        logic         valid;
        logic         committed;
        logic         resolved;
        logic [2:0]   funct3;
        logic [3:0]   mask;
        logic         rs1_renamed; 
        logic [31:0]  rs1_data;
        logic         rs2_renamed; 
        logic [31:0]  rs2_data;
        logic [11:0]  imm;
        logic   [4:0] rob_id;
    } rs_store_entry_t;
    typedef struct packed {
        logic         valid;
        logic [2:0]   funct3;
        logic         rs1_renamed; 
        logic [31:0]  rs1_data;
        logic [11:0]  imm;
        logic         store_resolved;
        logic [3:0]   store_id;
        logic   [4:0] rob_id;
    } rs_load_entry_t;
    typedef struct packed {
        logic           valid;
        logic   [63:0]  order;
        logic   [31:0]  inst;
        logic   [4:0]   rs1_addr;
        logic   [4:0]   rs2_addr;
        logic           rs1_renamed;
        logic           rs2_renamed;
        logic   [31:0]  rs1_rdata;
        logic   [31:0]  rs2_rdata;
        logic           regf_we;
        logic   [4:0]   rd_addr;
        logic   [31:0]  rd_v;
        logic   [31:0]  pc_rdata;
        logic   [31:0]  pc_wdata;
        logic   [31:0]  mem_addr;
        logic   [3:0]   mem_rmask;
        logic   [3:0]   mem_wmask;
        logic   [31:0]  mem_rdata;
        logic   [31:0]  mem_wdata;
    } monitor_t;
    typedef enum logic [2:0] {
        op_f_alu     =3'b000,
        op_f_mult    =3'b001,
        op_f_div     =3'b010,
        op_f_br      =3'b011,
        op_f_load    =3'b100,
        op_f_store   =3'b101
    } funct_t;
    typedef enum logic [6:0] {
        op_b_lui       = 7'b0110111,  
        op_b_auipc     = 7'b0010111,  
        op_b_jal       = 7'b1101111,  
        op_b_jalr      = 7'b1100111,  
        op_b_br        = 7'b1100011,  
        op_b_load      = 7'b0000011,  
        op_b_store     = 7'b0100011,  
        op_b_imm       = 7'b0010011,  
        op_b_reg       = 7'b0110011   
    } rv32i_opcode;
    typedef enum logic [2:0] {
        arith_f3_add   = 3'b000,  
        arith_f3_sll   = 3'b001,
        arith_f3_slt   = 3'b010,
        arith_f3_sltu  = 3'b011,
        arith_f3_xor   = 3'b100,
        arith_f3_sr    = 3'b101,  
        arith_f3_or    = 3'b110,
        arith_f3_and   = 3'b111
    } arith_f3_t;
    typedef enum logic [2:0]{
        mul_f3_mul     = 3'b000,
        mul_f3_mulh    = 3'b001,  
        mul_f3_mulhsu  = 3'b010,  
        mul_f3_mulhu   = 3'b011,  
        mul_f3_div     = 3'b100,
        mul_f3_divu    = 3'b101,
        mul_f3_rem     = 3'b110,  
        mul_f3_remu    = 3'b111   
    } mul_div_f3_t;
    typedef enum logic [6:0] {
        base           = 7'b0000000,
        multiply       = 7'b0000001,
        variant        = 7'b0100000
    } funct7_t;
    typedef enum logic [2:0] {
        load_f3_lb     = 3'b000,
        load_f3_lh     = 3'b001,
        load_f3_lw     = 3'b010,
        load_f3_lbu    = 3'b100,
        load_f3_lhu    = 3'b101
    } load_f3_t;
    typedef enum logic [2:0] {
        store_f3_sb    = 3'b000,
        store_f3_sh    = 3'b001,
        store_f3_sw    = 3'b010
    } store_f3_t;
    typedef enum logic [2:0] {
        branch_f3_beq  = 3'b000,
        branch_f3_bne  = 3'b001,
        branch_f3_blt  = 3'b100,
        branch_f3_bge  = 3'b101,
        branch_f3_bltu = 3'b110,
        branch_f3_bgeu = 3'b111
    } branch_f3_t;
    typedef enum logic [2:0] {
        alu_op_add     = 3'b000,
        alu_op_sll     = 3'b001,
        alu_op_sra     = 3'b010,
        alu_op_sub     = 3'b011,
        alu_op_xor     = 3'b100,
        alu_op_srl     = 3'b101,
        alu_op_or      = 3'b110,
        alu_op_and     = 3'b111
    } alu_ops;
    typedef union packed {
        logic [31:0] word;
        struct packed {
            logic [11:0] i_imm;
            logic [4:0]  rs1;
            logic [2:0]  funct3;
            logic [4:0]  rd;
            rv32i_opcode opcode;
        } i_type;
        struct packed {
            logic [6:0]  funct7;
            logic [4:0]  rs2;
            logic [4:0]  rs1;
            logic [2:0]  funct3;
            logic [4:0]  rd;
            rv32i_opcode opcode;
        } r_type;
        struct packed {
            logic [11:5] imm_s_top;
            logic [4:0]  rs2;
            logic [4:0]  rs1;
            logic [2:0]  funct3;
            logic [4:0]  imm_s_bot;
            rv32i_opcode opcode;
        } s_type;
        struct packed {
            logic [31:25] imm_b_top;
            logic [4:0] rs2;
            logic [4:0] rs1;
            logic [2:0] funct3;
            logic [11:7] imm_b_bot;
            rv32i_opcode opcode;
        } b_type;
        struct packed {
            logic [31:12] imm;
            logic [4:0]   rd;
            rv32i_opcode  opcode;
        } j_type;
        struct packed {
            logic [31:12] imm;
            logic [4:0]   rd;
            rv32i_opcode  opcode;
        } u_type;                
    } instr_t;
endpackage
module cache_adapter (
    input   logic               clk,
    input   logic               rst,
    input   logic   [31:0]      dfp_addr,
    input   logic               dfp_read,
    input   logic               dfp_write,
    output  logic   [255:0]     dfp_rdata,
    input   logic   [255:0]     dfp_wdata,
    output  logic               dfp_resp,
    output  logic   [31:0]      cache_bmem_addr,
    output  logic               cache_bmem_read,
    output  logic               cache_bmem_write,
    output  logic   [63:0]      cache_bmem_wdata,
    input   logic               cache_bmem_ready,
    input   logic   [31:0]      cache_bmem_raddr,
    input   logic   [63:0]      cache_bmem_rdata,
    input   logic               cache_bmem_rvalid
);
            logic   [1:0]       iter, iter_next;
            logic   [63:0]      data_buf[4], data_buf_f[4];
            logic               read_f;
    always_ff @(posedge clk) begin
        if (rst) begin
            iter <= '0;
            read_f <= '1;
            data_buf_f[0] <= '0;
            data_buf_f[1] <= '0;
            data_buf_f[2] <= '0;
            data_buf_f[3] <= '0;
        end
        else if (dfp_read && cache_bmem_rvalid && cache_bmem_raddr==dfp_addr || cache_bmem_ready && dfp_write) begin
            iter <= iter+1'b1;
            data_buf_f[0] <= data_buf[0];
            data_buf_f[1] <= data_buf[1];
            data_buf_f[2] <= data_buf[2];
            data_buf_f[3] <= data_buf[3];
        end
        if(dfp_read && cache_bmem_ready) begin
            read_f <= '0;
        end
        else begin
            read_f <= '1;
        end
    end
    always_comb begin
        data_buf[0] = data_buf_f[0];
        data_buf[1] = data_buf_f[1];
        data_buf[2] = data_buf_f[2];
        data_buf[3] = data_buf_f[3];
        data_buf[iter] = cache_bmem_rdata;
        cache_bmem_read = dfp_read & read_f;
        cache_bmem_write = dfp_write;
        cache_bmem_addr = dfp_addr;
        cache_bmem_wdata = dfp_wdata[{iter, 6'b0}+:64];
        dfp_resp = iter==2'b11;
        dfp_rdata= {data_buf[3], data_buf[2], data_buf[1], data_buf[0]};
    end
endmodule
</file>
==> impl_metrics.csv <==
group,metric,value,unit
timing,holdWs,0.596,ns
layout,fin_cells,3329,
logic_synthesis,yosys.cell_types.count,33,
logic_synthesis,common_cells,"259 x dfxtp_1, 258 x inv_1, 256 x a211oi_1, 256 x a311oi_1, 256 x mux2i_1",
floorplanning,die_w,302,microns
cts,cts_setup_buffers,0,
critical_path,crit_top_cell,"clkdlybuf4s50_1",
critical_path,worst_path_max_delay_cell,"clkdlybuf4s50_1",
logic_synthesis,edf_count,0,
logic_synthesis,synth.cellmix.compoundShare,26.2,%
placed_design,postPlaceCellArea,24000,sq um
logic_synthesis,yosys-top-cells-area,"dfxtp_1 32%, mux2i_1 16%, a311oi_1 14%, a211oi_1 12%, mux4_2 9.0%",
route,vias,16700,
global_route,grt.overflow.total,0,
logic_synthesis,xor_share,1.74,%
cts,clk_pin_slew,0.06,ns
global_route,antenna_found_initial,37,
logic_synthesis,postSynthCellCount,1669,
route,routed_wl,98.1,mm
floorplanning,io_pins,745,
cts,tritoncts,"built",
logic_synthesis,muxShareOfSynthArea,24.9,%
logic_synthesis,synth.most_common_cell,"dfxtp_1",
power,ir_worst_vdd,0.0000302,V
job,maxCapViolations,0,
logic_synthesis,synth_area_leader_cell,"dfxtp_1",
logic_synthesis,ys.warnings.count,3,
global_route,grt_max_degree,115,
placed_design,io_buffers,744,
timing,worst_pin_slew,0.835,ns
critical_path,cp.required,34.08,ns
critical_path,start_kind,"input pin",
timing,setup_tns,0,ns
timing,setup_violations,0,
route,drtAntennaViolNets,0,
cts,cts_resized,0,
layout,syn_to_final_growth,56.5,%
route,wire_per_inst,29.5,microns
critical_path,crit_fanout,4,
logic_synthesis,ys_seq_share,32.3,%
logic_synthesis,syn_area_per_cell,9.63,sq um
route,firstDrtPassIters,5,
logic_synthesis,synthFlopType,"dfxtp_1",
floorplanning,die_y,302,microns
logic_synthesis,ys_sh_adder,0.311,%
cts,hold_buffers,0,
placed_design,dp_hpwl,74.9,mm
outcome,outcome,"finished clean",
global_route,track_usage,20.8,%
layout,stdcell_area,25200,sq um
placed_design,gp_congestion,1.07,
cts,cts-root-buf,"clkbuf_16",
power,cellPowerDensity,36.6,nW/um^2
cts,insertion_delay,0.56,ns
timing,slew_viol_final,0,
cts,htree_levels,2,
timing,relSlewSlack,44.3,%
logic_synthesis,yosys_cells,1669,
cts,cts_inserted_buffers,34,
logic_synthesis,synthSimpleGateAreaFrac,1.33,%
logic_synthesis,ys_top_logic_family,"AND-OR/OR-AND gates",
timing,layout_min_cycle_time,18.93,ns
timing,min_period_over_period,44.4,%
floorplanning,chipArea,91200,sq um
logic_synthesis,syn_area,16100,sq um
cts,clock-sinks,259,
floorplanning,rows,103,
global_route,grt_pass1_wl,134,mm
global_route,grt_pass1_vias,16400,
floorplanning,core,78900,sq um
route,drt_iter0_drc,1132,
timing,rsz0062_at_grt,"false",
job,openroad.warnings,33,
critical_path,crit_path_end_kind,"output port",
power,p_total,0.921,mW
layout,drive_above_1_share,7.21,%
cts,cts_buffer_depth,3,
logic_synthesis,async_reset_ff_share,0,%
logic_synthesis,top_area_share,32.3,%
floorplanning,fp-utilization,20.4,%
placed_design,place_inst,3254,
critical_path,cp_cell_sequence,"clkdlybuf4s50_1, mux2i_1, inv_1, clkdlybuf4s50_1",
critical_path,critPathKind,"input pin to output port",
timing,clock_skew,0.0505,ns
route,drc,0,
hold_path,hold_class,"flip-flop to flip-flop",
critical_path,critical_path.max_stage_delay,1.00,ns
power,leakagePower,9.57,nW
critical_path,arrival,10.41,ns
timing,fmax,0.0528,GHz
logic_synthesis,numSynthFlops,259,
timing,final-hold-violation-count,0,
route,viasPerCell,5.01,
logic_synthesis,yosys_area,16100,sq um
flip-flops by register name, summed over array words and instances, names as in the netlist:
register / flops
data_buf_f: 256
iter: 2
read_f: 1
worst paths after layout:
kind                                  from  slack [ns]                              to  depth (start not counted)
min          data_buf_f[3][7]$_SDFFE_PP0P_        0.60   data_buf_f[3][7]$_SDFFE_PP0P_                          2
min reg2reg  data_buf_f[3][7]$_SDFFE_PP0P_        0.60   data_buf_f[3][7]$_SDFFE_PP0P_                          2
max                   cache_bmem_rdata[44]       23.67                   dfp_rdata[44]                          4
max reg2reg           iter[0]$_SDFFE_PP0P_       39.46  data_buf_f[1][20]$_SDFFE_PP0P_                          5
cell families after synthesis:
group / after synthesis
compound gates: 519
buf+inv: 503
mux: 320
flops: 259
xor+xnor: 32
simple gates: 32
fa+ha+maj: 4
cell usage in the layout, fill, tap and decap left out, types with 2 or more instances in the layout:
cell / netlist / routed
nand2_1: 3 / 3
clkbuf_8: 0 / 4
a211oi_1: 256 / 256
nand4b_1: 4 / 4
ha_4: 0 / 4
inv_1: 258 / 258
nor2_1: 2 / 2
clkdlybuf4s50_1: 0 / 743
xnor2_1: 23 / 23
or4_1: 2 / 2
buf_4: 46 / 35
clkbuf_1: 130 / 9
clkinvlp_4: 0 / 2
dfxtp_4: 0 / 2
mux2i_1: 256 / 256
a2bb2oi_1: 2 / 2
clkinv_2: 0 / 2
dfxtp_1: 259 / 257
xor2_1: 9 / 9
mux4_2: 64 / 64
clkbuf_16: 0 / 35
diode_2: 0 / 17
o21ai_0: 2 / 2
nand3_1: 2 / 2
inv_6: 0 / 4
nor3_1: 3 / 2
nand4_1: 7 / 7
a311oi_1: 256 / 256
o311ai_0: 2 / 2
power by group:
part | leakage [nW] | total (mW) | switching, mW | internal, mW
registers | 2.14 | 0.274 | 0.0139 | 0.260
clock network | 0.518 | 0.284 | 0.119 | 0.165
logic | 6.92 | 0.363 | 0.161 | 0.203
total | 9.57 | 0.921 | 0.293 | 0.628
layout make-up:
class                   instances  area, sq um
inverters                     258          968
flip-flops and latches        259         5190
diodes                         17         42.5
clock inverters                10          106
multi-input cells             907         8840
well taps                    1050         1310
repair buffers                780         7730
fillers                      8177        53700
clock buffers                  48          965
worst max-delay path, delay by kind of cell:
| family | cells | cell delay, ns |
|---|---|---|
| buffers and inverters | 3 | 1.62 |
| muxes | 1 | 0.26 |
layer usage:
layer / GRT usage [%] / vias to the layer above / wire, microns
met4: 4.15 / 10 / 1790
met2: 31.2 / 652 / 44500
met3: 7.12 / 110 / 8760
li1: - / 7558 / -
met5: 0 / - / 59
met1: 29.2 / 8347 / 42900
metrics by stage:
stage / util (%) / setup slack [ns]
final: 31.9 / 23.67
after global routing: 31.9 / 23.64
after CTS: 31.8 / 23.65
after detailed placement: 30.5 / 23.65
after global placement: 30.5 / 23.65
after floorplan: - / 25.15
No activity file was given, so power comes from the tool's default toggle rates.
