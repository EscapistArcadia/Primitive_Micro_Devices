## flow/config.mk

```make
export PLATFORM = sky130hd
export DESIGN_NAME = cache_arbiter
export DESIGN_NICKNAME = cache_arbiter
export VERILOG_FILES = /design/flow/design.v
export SDC_FILE = /design/flow/constraint.sdc
export NUM_CORES = 4
export LEC_CHECK = 1
export CORE_AREA = 10 10 231 231
export DIE_AREA = 0 0 241 241
```

## flow/constraint.sdc

```tcl
current_design cache_arbiter

set clk_period 9.2
set clk_io_pct 0.2

create_clock -name clk0 -period $clk_period

set non_clock_inputs [all_inputs -no_clocks]
set_input_delay [expr $clk_period * $clk_io_pct] -clock clk0 $non_clock_inputs
set_output_delay [expr $clk_period * $clk_io_pct] -clock clk0 [all_outputs]
```

## flow/design.v

```verilog
interface mem_itf_w_mask #(
    parameter               CHANNELS = 1,
    parameter               DWIDTH = 32,
    parameter               MWIDTH = DWIDTH / 8
)(
    input   bit             clk,
    input   bit             rst
);
    logic   [31:0]          addr    [CHANNELS];
    logic   [MWIDTH-1:0]    rmask   [CHANNELS];
    logic   [MWIDTH-1:0]    wmask   [CHANNELS];
    logic   [DWIDTH-1:0]    rdata   [CHANNELS];
    logic   [DWIDTH-1:0]    wdata   [CHANNELS];
    logic                   resp    [CHANNELS];
    bit                     error = 1'b0;
    modport dut (
        input               clk,
        input               rst,
        output              addr,
        output              rmask,
        output              wmask,
        input               rdata,
        output              wdata,
        input               resp
    );
    modport mem (
        input               clk,
        input               rst,
        input               addr,
        input               rmask,
        input               wmask,
        output              rdata,
        input               wdata,
        output              resp,
        output              error
    );
    modport mon (
        input               clk,
        input               rst,
        input               addr,
        input               rmask,
        input               wmask,
        input               rdata,
        input               wdata,
        input               resp,
        output              error
    );
endinterface
interface mem_itf_wo_mask #(
    parameter               CHANNELS = 1,
    parameter               DWIDTH = 32
)(
    input   bit             clk,
    input   bit             rst
);
    logic   [31:0]          addr    [CHANNELS];
    logic                   read    [CHANNELS];
    logic                   write   [CHANNELS];
    logic   [DWIDTH-1:0]    rdata   [CHANNELS];
    logic   [DWIDTH-1:0]    wdata   [CHANNELS];
    logic                   resp    [CHANNELS];
    bit                     error = 1'b0;
    modport dut (
        input               clk,
        input               rst,
        output              addr,
        output              read,
        output              write,
        input               rdata,
        output              wdata,
        input               resp
    );
    modport mem (
        input               clk,
        input               rst,
        input               addr,
        input               read,
        input               write,
        output              rdata,
        input               wdata,
        output              resp,
        output              error
    );
    modport mon (
        input               clk,
        input               rst,
        input               addr,
        input               read,
        input               write,
        input               rdata,
        input               wdata,
        input               resp,
        output              error
    );
endinterface
interface mem_itf_banked(
    input   bit             clk,
    input   bit             rst
);
    logic   [31:0]          addr;
    logic                   read;
    logic                   write;
    logic   [63:0]          wdata;
    logic                   ready;
    logic   [31:0]          raddr;
    logic   [63:0]          rdata;
    logic                   rvalid;
    bit                     error = 1'b0;
    modport dut (
        input               clk,
        input               rst,
        output              addr,
        output              read,
        output              write,
        output              wdata,
        input               ready,
        input               raddr,
        input               rdata,
        input               rvalid
    );
    modport mem (
        input               clk,
        input               rst,
        input               addr,
        input               read,
        input               write,
        input               wdata,
        output              ready,
        output              rdata,
        output              raddr,
        output              rvalid,
        output              error
    );
    modport mon (
        input               clk,
        input               rst,
        input               addr,
        input               read,
        input               write,
        input               wdata,
        input               ready,
        input               rdata,
        input               raddr,
        input               rvalid,
        input               error
    );
endinterface
interface mon_itf#(
            parameter       CHANNELS = 1
)(
    input   bit             clk,
    input   bit             rst
);
            logic           valid     [CHANNELS];
            logic   [63:0]  order     [CHANNELS];
            logic   [31:0]  inst      [CHANNELS];
            logic   [4:0]   rs1_addr  [CHANNELS];
            logic   [4:0]   rs2_addr  [CHANNELS];
            logic   [31:0]  rs1_rdata [CHANNELS];
            logic   [31:0]  rs2_rdata [CHANNELS];
            logic   [4:0]   rd_addr   [CHANNELS];
            logic   [31:0]  rd_wdata  [CHANNELS];
                logic   [5:0]   frs1_addr [CHANNELS];
                logic   [5:0]   frs2_addr [CHANNELS];
                logic   [5:0]   frs3_addr [CHANNELS];
                logic   [31:0]  frs1_rdata[CHANNELS];
                logic   [31:0]  frs2_rdata[CHANNELS];
                logic   [31:0]  frs3_rdata[CHANNELS];
                logic   [5:0]   frd_addr  [CHANNELS];
                logic   [31:0]  frd_wdata [CHANNELS];
            logic   [31:0]  pc_rdata  [CHANNELS];
            logic   [31:0]  pc_wdata  [CHANNELS];
            logic   [31:0]  mem_addr  [CHANNELS];
            logic   [3:0]   mem_rmask [CHANNELS];
            logic   [3:0]   mem_wmask [CHANNELS];
            logic   [31:0]  mem_rdata [CHANNELS];
            logic   [31:0]  mem_wdata [CHANNELS];
            bit             halt  = 1'b0;
            bit             error = 1'b0;
endinterface
package rv32cpu_type;
    typedef struct packed {
        logic   [31:0]      pc;
        logic   [31:0]      ir;
        logic   [1:0]       br_predicted;
    } instr_queue_entry_t;
    typedef struct packed {
        logic               valid;
        logic               rd_valid;
        logic               regf_we;
        logic   [4:0]       rd_s;
        logic   [31:0]      rd_v;
        logic   [31:0]      pc;
        logic               br;
        logic   [1:0]       br_predicted;
        logic               br_actual;
    } rob_entry_t;
    typedef struct packed {
        logic               valid;
        logic   [31:0]      rd_v;
        logic   [4:0]       rob_id;
    } cdb_entry_t;
    typedef struct packed {
        logic               valid;
        logic               br_en;
        logic               jalr;
        logic   [31:0]      pc_jalr;
        logic   [4:0]       rob_id;
    } br_entry_t;
    typedef struct packed {
        logic   [31:0]          inst;
        logic                   valid;  
        logic   [31:0]          pc;
        logic   [4:0]           ard_s;  
        logic   [2:0]           funct3;
        logic   [31:0]          imm;
        logic   [2:0]           funct;  
        logic   [6:0]           funct7;
        logic   [4:0]           ars1_s;
        logic   [4:0]           ars2_s;
        logic   [31:0]          rs1_val;
        logic   [31:0]          rs2_val;
        logic                   regf_we;
    } decode_t;
    typedef struct packed {
        logic         valid;
        logic [2:0]   funct3;
        logic         funct7;
        logic         rs1_renamed; 
        logic [31:0]  rs1_data;
        logic         rs2_renamed; 
        logic [31:0]  rs2_data;
        logic   [4:0] rob_id;
    } rs_entry_t;
    typedef struct packed {
        logic         valid;
        logic         committed;
        logic         resolved;
        logic [2:0]   funct3;
        logic [3:0]   mask;
        logic         rs1_renamed; 
        logic [31:0]  rs1_data;
        logic         rs2_renamed; 
        logic [31:0]  rs2_data;
        logic [11:0]  imm;
        logic   [4:0] rob_id;
    } rs_store_entry_t;
    typedef struct packed {
        logic         valid;
        logic [2:0]   funct3;
        logic         rs1_renamed; 
        logic [31:0]  rs1_data;
        logic [11:0]  imm;
        logic         store_resolved;
        logic [3:0]   store_id;
        logic   [4:0] rob_id;
    } rs_load_entry_t;
    typedef struct packed {
        logic           valid;
        logic   [63:0]  order;
        logic   [31:0]  inst;
        logic   [4:0]   rs1_addr;
        logic   [4:0]   rs2_addr;
        logic           rs1_renamed;
        logic           rs2_renamed;
        logic   [31:0]  rs1_rdata;
        logic   [31:0]  rs2_rdata;
        logic           regf_we;
        logic   [4:0]   rd_addr;
        logic   [31:0]  rd_v;
        logic   [31:0]  pc_rdata;
        logic   [31:0]  pc_wdata;
        logic   [31:0]  mem_addr;
        logic   [3:0]   mem_rmask;
        logic   [3:0]   mem_wmask;
        logic   [31:0]  mem_rdata;
        logic   [31:0]  mem_wdata;
    } monitor_t;
    typedef enum logic [2:0] {
        op_f_alu     =3'b000,
        op_f_mult    =3'b001,
        op_f_div     =3'b010,
        op_f_br      =3'b011,
        op_f_load    =3'b100,
        op_f_store   =3'b101
    } funct_t;
    typedef enum logic [6:0] {
        op_b_lui       = 7'b0110111,  
        op_b_auipc     = 7'b0010111,  
        op_b_jal       = 7'b1101111,  
        op_b_jalr      = 7'b1100111,  
        op_b_br        = 7'b1100011,  
        op_b_load      = 7'b0000011,  
        op_b_store     = 7'b0100011,  
        op_b_imm       = 7'b0010011,  
        op_b_reg       = 7'b0110011   
    } rv32i_opcode;
    typedef enum logic [2:0] {
        arith_f3_add   = 3'b000,  
        arith_f3_sll   = 3'b001,
        arith_f3_slt   = 3'b010,
        arith_f3_sltu  = 3'b011,
        arith_f3_xor   = 3'b100,
        arith_f3_sr    = 3'b101,  
        arith_f3_or    = 3'b110,
        arith_f3_and   = 3'b111
    } arith_f3_t;
    typedef enum logic [2:0]{
        mul_f3_mul     = 3'b000,
        mul_f3_mulh    = 3'b001,  
        mul_f3_mulhsu  = 3'b010,  
        mul_f3_mulhu   = 3'b011,  
        mul_f3_div     = 3'b100,
        mul_f3_divu    = 3'b101,
        mul_f3_rem     = 3'b110,  
        mul_f3_remu    = 3'b111   
    } mul_div_f3_t;
    typedef enum logic [6:0] {
        base           = 7'b0000000,
        multiply       = 7'b0000001,
        variant        = 7'b0100000
    } funct7_t;
    typedef enum logic [2:0] {
        load_f3_lb     = 3'b000,
        load_f3_lh     = 3'b001,
        load_f3_lw     = 3'b010,
        load_f3_lbu    = 3'b100,
        load_f3_lhu    = 3'b101
    } load_f3_t;
    typedef enum logic [2:0] {
        store_f3_sb    = 3'b000,
        store_f3_sh    = 3'b001,
        store_f3_sw    = 3'b010
    } store_f3_t;
    typedef enum logic [2:0] {
        branch_f3_beq  = 3'b000,
        branch_f3_bne  = 3'b001,
        branch_f3_blt  = 3'b100,
        branch_f3_bge  = 3'b101,
        branch_f3_bltu = 3'b110,
        branch_f3_bgeu = 3'b111
    } branch_f3_t;
    typedef enum logic [2:0] {
        alu_op_add     = 3'b000,
        alu_op_sll     = 3'b001,
        alu_op_sra     = 3'b010,
        alu_op_sub     = 3'b011,
        alu_op_xor     = 3'b100,
        alu_op_srl     = 3'b101,
        alu_op_or      = 3'b110,
        alu_op_and     = 3'b111
    } alu_ops;
    typedef union packed {
        logic [31:0] word;
        struct packed {
            logic [11:0] i_imm;
            logic [4:0]  rs1;
            logic [2:0]  funct3;
            logic [4:0]  rd;
            rv32i_opcode opcode;
        } i_type;
        struct packed {
            logic [6:0]  funct7;
            logic [4:0]  rs2;
            logic [4:0]  rs1;
            logic [2:0]  funct3;
            logic [4:0]  rd;
            rv32i_opcode opcode;
        } r_type;
        struct packed {
            logic [11:5] imm_s_top;
            logic [4:0]  rs2;
            logic [4:0]  rs1;
            logic [2:0]  funct3;
            logic [4:0]  imm_s_bot;
            rv32i_opcode opcode;
        } s_type;
        struct packed {
            logic [31:25] imm_b_top;
            logic [4:0] rs2;
            logic [4:0] rs1;
            logic [2:0] funct3;
            logic [11:7] imm_b_bot;
            rv32i_opcode opcode;
        } b_type;
        struct packed {
            logic [31:12] imm;
            logic [4:0]   rd;
            rv32i_opcode  opcode;
        } j_type;
        struct packed {
            logic [31:12] imm;
            logic [4:0]   rd;
            rv32i_opcode  opcode;
        } u_type;                
    } instr_t;
endpackage
module cache_arbiter (
    input   logic   [31:0]      icache_bmem_addr,
    input   logic               icache_bmem_read,
    input   logic               icache_bmem_write,
    input   logic   [63:0]      icache_bmem_wdata,
    output  logic               icache_bmem_ready,
    output  logic   [31:0]      icache_bmem_raddr,
    output  logic   [63:0]      icache_bmem_rdata,
    output  logic               icache_bmem_rvalid,
    input   logic   [31:0]      dcache_bmem_addr,
    input   logic               dcache_bmem_read,
    input   logic               dcache_bmem_write,
    input   logic   [63:0]      dcache_bmem_wdata,
    output  logic               dcache_bmem_ready,
    output  logic   [31:0]      dcache_bmem_raddr,
    output  logic   [63:0]      dcache_bmem_rdata,
    output  logic               dcache_bmem_rvalid,
    output  logic   [31:0]      arbiter_bmem_addr,
    output  logic               arbiter_bmem_read,
    output  logic               arbiter_bmem_write,
    output  logic   [63:0]      arbiter_bmem_wdata,
    input   logic               arbiter_bmem_ready,
    input   logic   [31:0]      arbiter_bmem_raddr,
    input   logic   [63:0]      arbiter_bmem_rdata,
    input   logic               arbiter_bmem_rvalid
);
always_comb begin
    icache_bmem_raddr = arbiter_bmem_raddr;
    dcache_bmem_raddr = arbiter_bmem_raddr;
    icache_bmem_rdata = arbiter_bmem_rdata;
    dcache_bmem_rdata = arbiter_bmem_rdata;
    icache_bmem_rvalid = arbiter_bmem_rvalid;
    dcache_bmem_rvalid = arbiter_bmem_rvalid;
    if(dcache_bmem_read || dcache_bmem_write) begin
        arbiter_bmem_addr = dcache_bmem_addr;
        arbiter_bmem_read = dcache_bmem_read;
        arbiter_bmem_write = dcache_bmem_write;
        arbiter_bmem_wdata = dcache_bmem_wdata;
        icache_bmem_ready = 1'b0;
        dcache_bmem_ready = arbiter_bmem_ready;
    end
    else begin
        arbiter_bmem_addr = icache_bmem_addr;
        arbiter_bmem_read = icache_bmem_read;
        arbiter_bmem_write = icache_bmem_write;
        arbiter_bmem_wdata = icache_bmem_wdata;
        icache_bmem_ready = arbiter_bmem_ready;
        dcache_bmem_ready = arbiter_bmem_ready;
    end
end
endmodule
```

## flow/run.sh

```bash
#!/bin/bash
# OpenROAD 26Q1-2900-gdf79404cd8, Yosys 0.63+post, stock flow scripts
make -C /OpenROAD-flow-scripts/flow DESIGN_CONFIG=/design/flow/config.mk WORK_HOME=/design/flow/orfs finish
```

==> qor.yml <==
run_status: "finished, final reports clean"
drt_first_pass_iters: 3
cap_viol_max_count: 0
dr_wl_cell_um: 16.6
p_sw_share_pct: 20.5
final_antenna_net_count: 0
pwr_density_cell_nw_per_um2: 41.0
first_pass_grt_wire_length_um: 21300
vias_per_cell: 2.41
n_clock_buffer: 0
pin_count: 588
worstHoldPathCells: 0
power.clock.fraction_pct: 0
min_to: "dcache_bmem_raddr[13]"
cell_internal_pwr_uw: 163
maximum_number_of_pins_on_one_net_before_global_route_repair: 98
yosys-stat-area_um2: 2770
gr-total-overflow: 0
crit_family: "buffers and inverters"
synth.yosys.num_cells: 307
worst_ir_drop_vdd_v: 0.0000278
gr-usage-all-layers_pct: 5.22
worst-setup-path-type: "input pin to primary output"
worst_pin_slew_ps: 665
number_of_global_route_vias_before_repair: 2868
part_of_the_power_in_combinational_logic_pct: 100.0
worstSetupEndpointType: "primary output"
unrepaired_setup_endpoints_after_global_routing: "no"
static-leakage-power_uw: 0.00166
synth.cell_area_um2: 2770
drc_errors: 0
critPathArrivalTime_ps: 3890
crit_path_max_fanout: 97
finalHoldViolCount: 0
openroad.warnings: 32
power.sequential.fraction_pct: 0
yosysUniqueCellTypes: 10
finalMaxSlewViolations: 0
required_ps: 7360
final_layout_size_suffix_gt1_share_pct: 24.5
switchingPower_uw: 41.9
cts_hold_repair.buffers: 0
critPathBufInv: 3
synth.yosys.seq_area_share_pct: 0
crit_path_cell_trace: "clkdlybuf4s50_1, nor2_4, buf_12, mux2_2, clkdlybuf4s50_1"
design.die.area_um2: 58100
placement.io_buffers: 297
flop-count: 0
fp.dieW_um: 241
flow.area_growth_from_synthesis_pct: 80.5
post_synth.cell_area_avg_um2: 9.01
gpl.final_weighted_congestion: 0.788
dp_hpwl_um: 15200
crit_top_cell: "clkdlybuf4s50_1"
initial_drc_count: 42
setup_viol: 0
hold_path_startpoint: "arbiter_bmem_raddr[13]"
maxClockFrequency_mhz: 174
post_cts.repair.setup_buffers: 0
die-height_um: 241
combined_flip_flop_and_latch_cell_area_um2: 0
critical_path.max_stage_delay_ps: 490
number_of_warnings_printed_during_yosys_synthesis: 1
num_vias: 2446
synthCells: 307
cts_repair_resize_count: 0
placement_rows: 80
worst_path_max_delay_cell: "clkdlybuf4s50_1"
core_area_um2: 48000
slew_headroom_pct: 55.7
antenna_found_initial: 10
fin_tns_setup_ps: 0
timing.hold.ws_ps: 3680
fin_crit_sh_pct: 62.3
routed_wire_length_um: 16800
layout_min_cycle_time_ps: 5730
critical_path.startpoint_type: "input pin"
min-delay-path-class: "input pin to primary output"
fp_util_pct: 5.76
[synth_stat cells, drive strengths merged]
cell     n  area [um2]
a21o     1        7.51
and2     1        6.26
buf    205        1540
inv      2        7.51
mux2    96        1190
nor2     1        11.3
o21ai    1        5.00
[stage by stage]
stage	cells	power [uW]	utilization [%]	setup WS (ps)	cell area (um2)
5_1_grt	1016	218	10.4	3410	4990
4_1_cts	1015	209	10.4	3460	4990
6_report	1016	205	10.4	3470	4990
2_1_floorplan	307	96.0	-	4780	2770
3_3_place_gp	1015	208	10.4	3480	4990
3_5_place_dp	1015	207	10.4	3460	4990
[how the worst max path moves through the flow]
stage | from | endpoint | cells after the start
final | dcache_bmem_write | arbiter_bmem_wdata[58] | 5
after global routing | dcache_bmem_write | arbiter_bmem_wdata[58] | 5
after CTS | dcache_bmem_write | arbiter_bmem_wdata[58] | 5
[final cells by class]
| type | count | area, um2 |
|---|---|---|
| Fill cell | 5558 | 43100 |
| Antenna cell | 1 | 2.50 |
| Timing Repair Buffer | 298 | 2990 |
| Tap cell | 615 | 769 |
| Multi-Input combinational cell | 100 | 1220 |
| Inverter | 2 | 7.51 |
[metal layers]
layer	GRT usage [%]	share of wire, %
met1	3.78	26
met2	8.10	41
met3	5.88	26
met4	2.63	5.8
met5	0.691	0.49
[power by group through the flow]
stage,sequential (uW),combinational (uW),clock [uW]
finish,0,205,0.0000146
CTS,0,209,0
global route,0,218,0.0000145
[placed cells by master (no fill, tap or decap)]
cell and instances:
clkdlybuf4s50_1 297, mux2_2 67, mux2_4 29, inv_1 2, diode_2 1, nor2_4 1
and2_1 1, a21o_1 1, o21ai_0 1, buf_12 1
[logic make-up after synthesis]
logic type	after synthesis	synth area share (%)
AOI/OAI and AO/OA	2	0.452
buffers and inverters	207	55.9
muxes	96	43.0
and+or+nand+nor	2	0.633
Power figures rest on the tool's default switching activity, not on a simulated workload.
